--- design/flow/run.sh ---
#!/bin/bash
# OpenROAD 26Q1-2900-gdf79404cd8, Yosys 0.63+post, stock flow scripts
make -C /OpenROAD-flow-scripts/flow DESIGN_CONFIG=/design/flow/config.mk WORK_HOME=/design/flow/orfs finish
--- design/flow/config.mk ---
export PLATFORM = sky130hd
export DESIGN_NAME = round_counter
export DESIGN_NICKNAME = round_counter
export VERILOG_FILES = /design/flow/design.v
export SDC_FILE = /design/flow/constraint.sdc
export NUM_CORES = 4
export LEC_CHECK = 1
export CORE_AREA = 10 10 70 70
export DIE_AREA = 0 0 80 80
--- design/flow/constraint.sdc ---
current_design round_counter

set clk_period 1.6
set clk_io_pct 0.2

create_clock -name clk0 -period $clk_period [get_ports {clk}]

set non_clock_inputs [all_inputs -no_clocks]
set_input_delay [expr $clk_period * $clk_io_pct] -clock clk0 $non_clock_inputs
set_output_delay [expr $clk_period * $clk_io_pct] -clock clk0 [all_outputs]
--- design/flow/design.v ---
`timescale 1ns/100ps
module round_counter(
    input clk,
    input rst_n,
    input cnt_rst,
    input count,
    output reg [2:0] round_cnt
);
always @(posedge clk or negedge rst_n) begin
    if (!rst_n)
        round_cnt <= 0;
    else if (cnt_rst)
        round_cnt <= 0;
    else if (count)
        round_cnt <= round_cnt + 1;
end
endmodule
==> impl_metrics.yaml <==
# flow metrics
status:
  outcome: "finished clean"
logic_synthesis:
  topCellsByArea: "sky130_fd_sc_hd__dfrtp_1 (55%), sky130_fd_sc_hd__ha_1 (9.2%), sky130_fd_sc_hd__a21bo_2 (7.3%)"
  post_synth_num_cell_types: 8
  synth.yosys.chip_area_sq_um: 136
  async_set_or_reset_register_ratio_after_synthesis_pct: 100
  synth_seq_share_pct: 55.0
  top_cells_by_count: "sky130_fd_sc_hd__dfrtp_1 (3), sky130_fd_sc_hd__nor2_1 (2)"
  postSynthRegisterBits: 3
  ys.warnings.count: 1
  most_common_cell: "sky130_fd_sc_hd__dfrtp_1"
  edf_count: 0
  postSynthCellCount: 11
  synth_top_cell_by_area: "sky130_fd_sc_hd__dfrtp_1"
  ff_type: "sky130_fd_sc_hd__dfrtp_1"
  synthesis.area_per_instance_sq_um: 12.4
  yosysTopAreaCellShare_pct: 55.0
  yosysCellCount: 11
  syn_std_cell_area_sq_um: 136
route:
  routedWlPerCell_microns: 5.72
  routed_via_density: 1.55
  drtPass1Iterations: 2
  wirelength_microns: 383
  insertedDiodeCount: 0
  dr_total_vias: 104
  drtIter0Drc: 4
  drt_drc_violations_left: 0
  drt.antenna.violating_nets: 0
setup_path:
  critPathTopFamily: "buffers and inverters"
  arrival_ps: 1090
  path_max_fanout: 3
  critPathRequiredTime_ps: 1280
  path_class: "reg -> out"
  critical_path_buf_inv_count: 1
  cpPeakStageDelay_ps: 480
  path_cells: "clkdlybuf4s50_1"
  path_depth: 1
  critPathCaptureType: "output pin"
  timing.reg2reg.worst_path_depth: 3
  worstSetupStartpointType: "flip-flop"
  cpMaxStageDelayCell: "sky130_fd_sc_hd__clkdlybuf4s50_1"
cts:
  cts_resized: 0
  postCtsSetupBuffers: 0
  cts_tree: "built"
  cts_sinks: 3
  worstSkewPairLatency_ps: 230
  number_of_buffers_added_by_the_clock_tree_synthesis_step: 3
  htree_num_levels: 1
  clk_pin_slew_worst_paths_ps: 40
  cts-root-to-sink-buffers: 2
  cts_hold_buf: 0
  cell_chosen_for_the_clock_root: "sky130_fd_sc_hd__clkbuf_4"
power_and_ir_drop:
  power.leakage_nw: 0.105
  internal_power_mw: 0.197
  power_frac_seq_pct: 34.5
  power_density_mw_per_mm2: 890
  net-switching-power_mw: 0.0524
  power_frac_comb_pct: 12.8
  power.share.clock_pct: 52.6
  sw_frac_of_total_pct: 21.0
  worst_ir_drop_vdd_uv: 137
die:
  core_region_area_sq_mm: 0.00342
  design.die.area_sq_mm: 0.00640
  die_h_microns: 80
  dieWidth_microns: 80
  fp_util_pct: 3.99
  placement_rows: 21
  io-pin-count: 7
final_timing:
  final-max-slew-violation-count: 0
  finalClockPeriodUsage_pct: 88.2
  final-setup-viol-count: 0
  slew_headroom_pct: 89.7
  worst_pin_slew_ps: 150
  rsz0062_at_grt: "false"
  timing.final.ws_setup_ps: 190
  final.setup.tns_ps: 0
  clock_skew_ps: 1.09
  final_hold_viol_count: 0
  min_period_ps: 1410
  holdWs_ps: 269
  fmax_ghz: 0.709
global_route:
  antenna_violations_before_repair: 0
  overflow: 0
  grt_pass1_vias: 120
  largest_net_degree_at_the_start_of_global_routing: 5
  grt_first_pass_wirelength_microns: 558
  grt_use_total_pct: 1.25
final_layout:
  fraction_of_layout_cells_with_a_size_suffix_above_1_pct: 19.0
  n_fill_cell: 409
  largest_register_ffs: 3
  layout_top_registers: "round_cnt (3)"
  areaGrowthSynthToFinish_pct: 106
  registers.top_by_ff_count: "round_cnt"
placement:
  post-place-ws_ps: 323
  portBuffers: 6
  gp_routability_congestion: 0.626
worst_hold_path:
  min-delay-path-class: "in -> async"
flow_run:
  max-cap-violations: 0
  openroad.warnings: 25
==> power by group through the flow <==
stage,Clock [mW],Sequential [mW],Combinational (mW)
final,0.131,0.0862,0.0320
after global routing,0.142,0.0872,0.0356
after CTS,0.142,0.0862,0.0328
==> final cells by class <==
class	instances	area, sq um	area share (%)
flip-flops and latches	3	75.1	26.8
multi-input cells	8	61.3	21.9
repair buffers	6	60.1	21.4
well taps	46	57.6	20.5
clock buffers	4	26.3	9.37
==> per-layer routing <==
layer  vias up  track usage [%]  part of all wire [%]
li1         57                -                     -
met5         -                0                     0
met2         5             1.28                    41
met4         0            0.528                     0
met1        42             1.47                    41
met3         0             1.48                    17
==> layout by cell type, fill, tap and decap left out, drive strengths merged <==
master         instances
a21bo                  1
clkdlybuf4s50          6
ha                     1
dfrtp                  3
a21oi                  1
xnor2                  1
mux2i                  1
nand3b                 1
clkbuf                 4
nor2                   2
==> cells by family after synthesis <==
| family | share of synthesized area (%) |
|---|---|
| muxes | 7.34 |
| adders and majority gates | 9.17 |
| and+or+nand+nor | 11.0 |
| AOI/OAI and AO/OA | 11.0 |
| xor gates and xnor gates | 6.42 |
| DFF | 55.0 |
==> per-stage QoR <==
step	instance area, sq um	total power [mW]	util [%]	std cells
2_1_floorplan	136	0.0961	-	11
3_3_place_gp	254	0.119	7.44	63
3_5_place_dp	254	0.120	7.44	63
4_1_cts	280	0.261	8.21	67
5_1_grt	280	0.265	8.21	67
6_report	280	0.249	8.21	67
==> final timing paths <==
path	startpoint	to	slack (ps)
hold / removal	rst_n	round_cnt[0]	270
max in group asynchronous	rst_n	round_cnt[2]	1190
setup reg to reg	round_cnt[0]	round_cnt[1]	580
setup / recovery	round_cnt[0]	round_cnt[0]	190
min in group clk0	round_cnt[2]	round_cnt[2]	560
hold reg to reg	round_cnt[2]	round_cnt[2]	560
Power is estimated from default activity; no workload was simulated.
